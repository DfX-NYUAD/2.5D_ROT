`/design/flow/config.mk`:
```
export PLATFORM = sky130hd
export DESIGN_NAME = pram
export DESIGN_NICKNAME = pram
export VERILOG_FILES = /design/flow/design.v
export SDC_FILE = /design/flow/constraint.sdc
export NUM_CORES = 4
export LEC_CHECK = 1
export CORE_AREA = 10 10 278 278
export DIE_AREA = 0 0 288 288
```
`/design/flow/constraint.sdc`:
```
current_design pram

set clk_period 1.9
set clk_io_pct 0.2

create_clock -name clk0 -period $clk_period [get_ports {hclk}]

set non_clock_inputs [all_inputs -no_clocks]
set_input_delay [expr $clk_period * $clk_io_pct] -clock clk0 $non_clock_inputs
set_output_delay [expr $clk_period * $clk_io_pct] -clock clk0 [all_outputs]
```
`/design/flow/design.v`:
```
module pram (  
  input  wire         hclk,               
  input  wire         hresetn,            
  input   wire        hsel,               
  input   wire [31:0] haddr,              
  input   wire [ 2:0] hsize,              
  input   wire        hwrite,             
  output  reg  [31:0] hrdata,             
  output  reg         hready,             
  output  reg         hresp,              
  input   wire [31:0] sp_addr,
  input   wire [31:0] reset_addr,
  input   wire [31:0] nmi_addr,
  input   wire [31:0] fault_addr,
  input   wire [31:0] irq0_addr,
  input   wire [31:0] irq1_addr,
  input   wire [31:0] irq2_addr,
  input   wire [31:0] irq3_addr,
  input   wire [31:0] irq4_addr,
  input   wire [31:0] irq5_addr,
  input   wire [31:0] irq6_addr,
  input   wire [31:0] irq7_addr,
  input   wire [31:0] irq8_addr,
  input   wire [31:0] irq9_addr,
  input   wire [31:0] irq10_addr,
  input   wire [31:0] irq11_addr,
  input   wire [31:0] irq12_addr,
  input   wire [31:0] irq13_addr,
  input   wire [31:0] irq14_addr,
  input   wire [31:0] irq15_addr
);
  localparam IDLE         = 0;
  localparam READ         = 1;
  localparam WRITE        = 2;
  localparam WAIT         = 3;
  localparam ERROR        = 4;
  localparam SP_ADDR     = 16'h0;
  localparam RESET_ADDR  = 16'h4;
  localparam NMI_ADDR    = 16'h8;
  localparam FAULT_ADDR  = 16'hC;
  localparam IRQ0_ADDR   = 16'h40;
  localparam IRQ1_ADDR   = 16'h44;
  localparam IRQ2_ADDR   = 16'h48;
  localparam IRQ3_ADDR   = 16'h4C;
  localparam IRQ4_ADDR   = 16'h50;
  localparam IRQ5_ADDR   = 16'h54;
  localparam IRQ6_ADDR   = 16'h58;
  localparam IRQ7_ADDR   = 16'h5c;
  localparam IRQ8_ADDR   = 16'h60;
  localparam IRQ9_ADDR   = 16'h64;
  localparam IRQ10_ADDR  = 16'h68;
  localparam IRQ11_ADDR  = 16'h6C;
  localparam IRQ12_ADDR  = 16'h70;
  localparam IRQ13_ADDR  = 16'h74;
  localparam IRQ14_ADDR  = 16'h78;
  localparam IRQ15_ADDR  = 16'h7C;
  reg [31:0] read_data;
  reg [4:0]  ahb_ps;
  reg [4:0]  ahb_ns;
  assign valid_wr = hready & hsel &  hwrite;
  assign dec_err  = valid_wr;
  assign valid_rd = hready & hsel & ~hwrite & ~dec_err;
always@*  begin
  ahb_ns    = 5'b0_0000;
  case (1'b1)
    ahb_ps[IDLE] : begin
      if (hsel == 1'b1) begin
        if (dec_err == 1'b1) begin
          ahb_ns[ERROR] = 1'b1;
        end
        else begin
          ahb_ns[READ] = 1'b1;
        end
      end
      else begin
        ahb_ns[IDLE] = 1'b1;
      end
    end  
    ahb_ps[READ] : begin
      if (hsel == 1'b1) begin
        if (dec_err == 1'b1) begin
          ahb_ns[ERROR] = 1'b1;
        end
        else begin
          ahb_ns[READ] = 1'b1;
        end
      end
      else begin
        ahb_ns[IDLE] = 1'b1;
      end
    end  
    ahb_ps[ERROR] : begin
      ahb_ns[IDLE] = 1'b1;
    end  
    default  : begin
      ahb_ns[IDLE] = 1'b1;
    end  
  endcase
end
  always @ (posedge hclk or negedge hresetn) begin
    if (hresetn == 1'b0) begin
      ahb_ps <= 5'b0_0001;
    end
    else begin
      ahb_ps  <= ahb_ns;
    end
  end
  always @ (posedge hclk or negedge hresetn) begin
    if (hresetn == 1'b0) begin
      hready <= 1'b1;
    end
    else if (ahb_ns[ERROR]) begin
      hready <= 1'b0;
    end
    else begin
      hready <= 1'b1;
    end
  end
  always @ (posedge hclk or negedge hresetn) begin
    if (hresetn == 1'b0) begin
      hresp  <= 1'b0;
    end
    else if (ahb_ns[ERROR] | ahb_ps[ERROR]) begin
      hresp  <= 1'b1;
    end
    else begin
      hresp  <= 1'b0;
    end
  end
  always @*  begin
    if (valid_rd) begin
      case (haddr[15:0]) //synopsys parallel_case 
        SP_ADDR  : begin
          read_data  = sp_addr;
        end
        RESET_ADDR  : begin
          read_data  = reset_addr;
        end
        NMI_ADDR  : begin
          read_data  = nmi_addr;
        end
        FAULT_ADDR  : begin
          read_data  = fault_addr;
        end
        IRQ0_ADDR  : begin
          read_data  = irq0_addr;
        end
        IRQ1_ADDR  : begin
          read_data  = irq1_addr;
        end
        IRQ2_ADDR  : begin
          read_data  = irq2_addr;
        end
        IRQ3_ADDR  : begin
          read_data  = irq3_addr;
        end
        IRQ4_ADDR  : begin
          read_data  = irq4_addr;
        end
        IRQ5_ADDR  : begin
          read_data  = irq5_addr;
        end
        IRQ6_ADDR  : begin
          read_data  = irq6_addr;
        end
        IRQ7_ADDR  : begin
          read_data  = irq7_addr;
        end
        IRQ8_ADDR  : begin
          read_data  = irq8_addr;
        end
        IRQ9_ADDR  : begin
          read_data  = irq9_addr;
        end
        IRQ10_ADDR  : begin
          read_data  = irq10_addr;
        end
        IRQ11_ADDR  : begin
          read_data  = irq11_addr;
        end
        IRQ12_ADDR  : begin
          read_data  = irq12_addr;
        end
        IRQ13_ADDR  : begin
          read_data  = irq13_addr;
        end
        IRQ14_ADDR  : begin
          read_data  = irq14_addr;
        end
        IRQ15_ADDR  : begin
          read_data  = irq15_addr;
        end
        default      : begin
          read_data  = 32'd0;
        end
      endcase
    end
    else begin
      read_data = 32'b0;
    end
  end
  always @ (posedge hclk or negedge hresetn) begin
    if (hresetn == 1'b0) begin
      hrdata  <= 32'b0;
    end
    else if (valid_rd == 1'b1) begin
      hrdata  <= read_data;
    end
    else begin
      hrdata  <= 32'b0;
    end
  end
endmodule
```
`/design/flow/run.sh`:
```
#!/bin/bash
# OpenROAD 26Q1-2900-gdf79404cd8, Yosys 0.63+post, stock flow scripts
make -C /OpenROAD-flow-scripts/flow DESIGN_CONFIG=/design/flow/config.mk WORK_HOME=/design/flow/orfs finish
```
==> summary.txt <==
impl run done, here's what came out: Gate Count Post-Synth a little over 600, Setup CP Type in -> reg, core area between 70000 and 80000 µm², Chip Area about 83000 µm², flip-flops with a built-in enable 0, CP Max Fanout 12, number of global-route vias before repair between 10000 and 15000, Late-Pin Clk Latency between 300 and 400 ps, M1 wire length 39600 µm, # DRC 0, Final TNS setup -17030 ps, final WL roughly 91000 µm, slew margin rel. 0.166, RSZ-0062 raised after global routing true, Worst Skew 18.9 ps, Synth area leader a22oi_1, Reg clk slew, reported paths approximately 70 ps, CTS H-tree depth 2, Initial Utilization 0.0747, initial antenna violation count 34, drt initial violations between 700 and 800, asr flop ratio synth 1.00, Period minus WS final roughly 2500 ps, met2 wire len approximately 41000 µm, Top area cell types a22oi_1, dfrtp_1, a22o_1, largest net degree at the start of global routing 15, die height approximately 290 µm, Worst-Margin Slew 1250 ps, Leak ~6.2 nW, violated checks setup timing, Non-Filler Instances between 2000 and 2500, CTS Hold Buffers Added 0, most instantiated library cell after synthesis a22oi_1, CP endpoint kind flip-flop, CTS buffer count 5, outcome finished with violations, placed insts roughly 2400, Final Hold Fails 0, Seq share, synth 0.174, CTS Sinks 37, Max-cap violations 0, arrival time worst endpoint 2760 ps, Synth top cells by count a22oi_1, a22o_1, a221oi_1, routability cong. between 0.9 and 1, Synth top area share 0.182, stage-log warning count about 47, area of the mapped netlist 5330 µm², hold crit path type in -> async, routed via count between 10000 and 15000, P&R area growth vs syn 219%, GRT Util Overall 0.210, DR vias/cell between 4 and 5, CTS tree built, grt total ovfl 0, Clock Root Buffer clkbuf_16, Final HPWL DP between 70000 and 80000 µm, Reg2Reg Depth 7, Pwr Density 212 nW/µm², maximum clock rate between 0.3 and 0.4 GHz, Max Slew Vio Count 0, kind of start point of the critical path input pin, Cell variety after synth approximately 45, # setup viols final 32, total power between 3 and 4 mW, Met3 Routed Length a little over 9000 µm, routed len/inst 37.0 µm, I/O Buffers 693, Final WS setup -618 ps, Synth Flop Type dfrtp_1, antenna-violating nets left 0, row cnt 98, crit share post-route 1.33, Mapped Avg Cell Area about 8.8 µm², first-pass GRT wire length ~110000 µm, maximum VDD drop roughly 0.00028 V, CTS Buffer Depth 2, share of cells above drive strength 1 0.264, post-synthesis chip area from yosys 5330 µm², Synth Register Bits 37, Die Wd around 290 µm, yosys warns 5, drt first pass iters 6, # Cells Yosys 607, top sig layer met5, crit path DRT 2140 ps, Placement Setup Slack -1730 ps, Min Hold Slack between 20 and 30 ps, Top Ports between 700 and 800
[repair_timing]
item	in CTS	in global routing
gates resized	147	61
setup endpoints to repair	33	32
setup buffers	64	17
pin swaps	34	34
cloned	6	3
hold endpoints to repair	0	0
[layout by cell type, fill, tap and decap left out, drive strengths merged, types with 2 or more instances in the layout]
cell | netlist | layout
clkdlybuf4s50 | 0 | 675
buf | 58 | 273
a22oi | 129 | 129
a22o | 78 | 78
a221oi | 68 | 68
dfrtp | 35 | 35
nor4 | 29 | 29
a222oi | 27 | 27
a31oi | 25 | 25
nand2 | 22 | 22
nand4 | 20 | 20
clkbuf | 17 | 16
nor2 | 15 | 15
and3 | 15 | 15
diode | 0 | 10
nor3 | 10 | 10
a21oi | 10 | 10
nand3 | 9 | 9
mux2 | 7 | 7
or4 | 5 | 5
or4b | 3 | 3
nor4b | 2 | 2
or4bb | 2 | 2
nand3b | 2 | 2
dfstp | 2 | 2
clkinv | 0 | 2
clkdlybuf4s15 | 0 | 2
o31ai | 2 | 2
nor4bb | 2 | 2
[sequential cells by signal, summed over array words and instances, names as in the netlist]
signal and flops:
ahb_ps 3, hrdata 32, hready 1, hresp 1
[final timing paths]
kind | startpoint | end | slack, ps
min reg2reg | ahb_ps[1]$_DFF_PN0_ | ahb_ps[0]$_DFF_PN1_ | 480
max in group asynchronous | hresetn | hrdata[19]$_DFF_PN0_ | 1190
min in group clk0 | ahb_ps[1]$_DFF_PN0_ | ahb_ps[0]$_DFF_PN1_ | 480
min | hresetn | hrdata[14]$_DFF_PN0_ | 30
max reg2reg | hready$_DFF_PN1_ | hrdata[10]$_DFF_PN0_ | 210
max | haddr[12] | hrdata[21]$_DFF_PN0_ | -620
[routing by layer]
| layer | GRT usage | vias to the layer above |
|---|---|---|
| met1 | 0.279 | 5331 |
| met2 | 0.328 | 713 |
| met4 | 0.0229 | 26 |
| met3 | 0.0835 | 92 |
| li1 | - | 4550 |
| met5 | 0 | - |
[layout make-up]
cell class | count | area [µm²]
Antenna cell | 10 | 25.0
Sequential cell | 37 | 928
Inverter | 1 | 3.75
Timing Repair Buffer | 961 | 10200
Fill cell | 7588 | 54300
Multi-Input combinational cell | 494 | 4580
Clock inverter | 2 | 10.0
Clock buffer | 6 | 129
Tap cell | 950 | 1190
[through the flow]
| step | util | area (µm²) |
|---|---|---|
| 2_1_floorplan | - | 5420 |
| 3_3_place_gp | 0.213 | 15200 |
| 3_5_place_dp | 0.213 | 15200 |
| 4_1_cts | 0.232 | 16600 |
| 5_1_grt | 0.238 | 17000 |
| 6_report | 0.239 | 17000 |
[worst max-delay path: stages]
cell      delay [ps]
buf_6             90
or4_4            600
buf_12           160
buf_12           140
nor4_4           360
buf_12           210
buf_12           170
a221oi_1         200
and3_1           280
a31oi_1          140
[power by group]
part           switching, mW  internal [mW]  leakage [nW]
Clock                  0.520          0.489        0.0707
Sequential           0.00376          0.797         0.507
Combinational          0.486           1.31          5.66
Total                   1.01           2.60          6.23
[kinds of logic after synthesis]
| kind of cell | share of synthesized area |
|---|---|
| mux | 0.0148 |
| buf+inv | 0.0849 |
| compound gates | 0.523 |
| flops | 0.174 |
| simple gates | 0.203 |
Power and IR drop assume default switching activity.
