### design/flow/config.mk
export PLATFORM = sky130hd
export DESIGN_NAME = uartm_rx
export DESIGN_NICKNAME = uartm_rx
export VERILOG_FILES = /design/flow/design.v
export SDC_FILE = /design/flow/constraint.sdc
export NUM_CORES = 4
export LEC_CHECK = 1
export CORE_UTILIZATION = 30
### design/flow/constraint.sdc
current_design uartm_rx

set clk_period 6.3
set clk_io_pct 0.2

create_clock -name clk0 -period $clk_period [get_ports {hclk}]

set non_clock_inputs [all_inputs -no_clocks]
set_input_delay [expr $clk_period * $clk_io_pct] -clock clk0 $non_clock_inputs
set_output_delay [expr $clk_period * $clk_io_pct] -clock clk0 [all_outputs]
### design/flow/design.v
  module uartm_rx (
  input  wire        hclk,               
  input  wire        hresetn,            
  input  wire        hwrite,             
  input  wire        hready,             
  input  wire [31:0] uartm_baud,
  input  wire [31:0] uartm_ctl,        
  input  wire        sample_data_bit,
  input  wire [7:0]  bit_cnt,
  input  wire [7:0]  uartm_dw,
  input  wire [7:0]  uartm_plw,
  input  wire        RX,               
  output reg [31:0]  rx_reg,
  output reg [2:0]   rx_curr_st,
  output reg [2:0]   rx_nxt_st
);
  localparam  RX_IDLE  = 3'b000;
localparam  RX_CHECK = 3'b001;
localparam  RX_WAIT1 = 3'b010;
localparam  RX_WAIT2 = 3'b011;
localparam  RX_WAIT3 = 3'b100;
localparam  RX_READ  = 3'b101;
localparam  RX_WRITE = 3'b110;
localparam  RX_WDATA = 3'b111;
reg [2:0]   rx_prev_st;
   always @ (posedge hclk or negedge hresetn) begin
     if (hresetn == 1'b0) begin
       rx_reg = 32'b0;
     end
     else begin
       if ((sample_data_bit == 1'b1) && (bit_cnt <= uartm_dw)) begin
           rx_reg = {RX, rx_reg[31:1]};
       end
     end
   end
 always @* begin
   rx_nxt_st = rx_curr_st;
   case (rx_curr_st) //synopsys parallel_case
     RX_IDLE : begin
       if (bit_cnt == uartm_plw[7:0])  begin
         if (uartm_ctl[1:0] == 2'b10) begin
           rx_nxt_st = RX_CHECK;
         end
         else begin
           rx_nxt_st = RX_WAIT1;
         end
       end
     end  
     RX_CHECK : begin
       if (bit_cnt == uartm_plw[7:0])  begin
         if (uartm_ctl[1:0] == 2'b10) begin
           if (hwrite == 1'b1) begin
             rx_nxt_st = RX_WRITE;
           end 
           else begin
             rx_nxt_st = RX_READ;
           end
         end
         else begin
           rx_nxt_st = RX_WAIT1;
         end
       end
     end  
     RX_WAIT1 : begin
       if (bit_cnt == uartm_plw[7:0])  begin
         if (uartm_ctl[1:0] == 2'b01) begin
           if (rx_prev_st == RX_IDLE) begin
             rx_nxt_st = RX_CHECK;
           end
           else if (rx_prev_st == RX_CHECK) begin
             if (hwrite == 1'b1) begin
               rx_nxt_st = RX_WRITE;
             end 
             else begin
               rx_nxt_st = RX_READ;
             end
           end
           else if (rx_prev_st == RX_WRITE) begin
             rx_nxt_st = RX_WDATA;
           end
           else begin
             rx_nxt_st = RX_IDLE;
           end
         end
         else begin
           rx_nxt_st = RX_WAIT2;
         end
       end
     end  
     RX_WAIT2 : begin
       if (bit_cnt == uartm_plw[7:0])  begin
         rx_nxt_st = RX_WAIT3;
       end
     end  
     RX_WAIT3 : begin
       if (bit_cnt == uartm_plw[7:0])  begin
         if (rx_prev_st == RX_IDLE) begin
           rx_nxt_st = RX_CHECK;
         end
         else if (rx_prev_st == RX_CHECK) begin
           if (hwrite == 1'b1) begin
             rx_nxt_st = RX_WRITE;
           end 
           else begin
             rx_nxt_st = RX_READ;
           end
         end
         else if (rx_prev_st == RX_WRITE) begin
           rx_nxt_st = RX_WDATA;
         end
       end
     end  
     RX_READ : begin
         rx_nxt_st = RX_IDLE;
     end  
     RX_WRITE : begin
       if (bit_cnt == uartm_plw[7:0])  begin
         if (uartm_ctl[1:0] == 2'b10) begin
           rx_nxt_st = RX_WDATA;
         end
         else begin
           rx_nxt_st = RX_WAIT1;
         end
       end
     end  
     RX_WDATA : begin
         rx_nxt_st = RX_IDLE;
     end  
     default : begin
       rx_nxt_st = RX_IDLE;
     end  
   endcase
 end
 always @ (posedge hclk or negedge hresetn) begin
   if (hresetn == 1'b0) begin
     rx_curr_st <= 3'b0;
   end
   else begin
     rx_curr_st <= rx_nxt_st;
   end
 end
 always @ (posedge hclk or negedge hresetn) begin
   if (hresetn == 1'b0) begin
     rx_prev_st <= 3'b0;
   end
   else begin
     if ((rx_curr_st == RX_IDLE) && (rx_nxt_st != RX_IDLE)) begin
       rx_prev_st <= RX_IDLE;
     end
     else if ((rx_curr_st == RX_CHECK) && (rx_nxt_st != RX_CHECK)) begin
       rx_prev_st <= RX_CHECK;
     end
     else if ((rx_curr_st == RX_READ) && (rx_nxt_st != RX_READ)) begin
       rx_prev_st <= RX_READ;
     end
     else if ((rx_curr_st == RX_WRITE) && (rx_nxt_st != RX_WRITE)) begin
       rx_prev_st <= RX_WRITE;
     end
     else if ((rx_curr_st == RX_WDATA) && (rx_nxt_st != RX_WDATA)) begin
       rx_prev_st <= RX_WDATA;
     end
   end
 end
endmodule
### design/flow/run.sh
#!/bin/bash
# OpenROAD 26Q1-2900-gdf79404cd8, Yosys 0.63+post, stock flow scripts
make -C /OpenROAD-flow-scripts/flow DESIGN_CONFIG=/design/flow/config.mk WORK_HOME=/design/flow/orfs finish
==> results.rst <==
Implementation results
======================

.. list-table::
   :header-rows: 1

   * - Metric
     - Value
   * - Max frequency
     - 212 MHz
   * - Maximum clock path buffer count
     - 2
   * - Post-synth EDFFs
     - 0
   * - DR vias/cell
     - 4.87
   * - Yosys top cell area share
     - 45.7%
   * - WL/cell
     - 12.7 um
   * - Number of cells on the worst hold path
     - 1
   * - Main flop type after synthesis
     - dfrtp_1
   * - Final hold slack
     - 0.527 ns
   * - CTS tree
     - yes
   * - Diode count
     - 0
   * - Met1 routing resource usage after global routing
     - 19.6%
   * - Max Slew Vio Count
     - 0
   * - IO Port Bufs
     - 68
   * - Overall die area
     - 7090 um2
   * - Synth cell types
     - 46
   * - Relative contribution of the clock network to total power
     - 20.3%
   * - #FFs+latches synth
     - 38
   * - Clock transition at the registers of the reported paths
     - 0.06 ns
   * - Largest driver fanout on the critical path
     - 4
   * - Internal portion of total power
     - 704 uW
   * - Setup-failing EPs final
     - 0
   * - Number of DRC violations after detailed routing
     - 0
   * - Total power
     - 973 uW
   * - Area Growth Syn to Fin
     - 41.6%
   * - Net Sw Frac
     - 27.6%
   * - Syn Std Cell Area
     - 2030 um2
   * - Worst Setup Start Kind
     - input port
   * - Async SR Flop Fraction
     - 100%
   * - Std-Cell Core Area
     - 6420 um2
   * - Critical Path End Type
     - primary output
   * - Run status
     - complete, no violations
   * - Dominant delay contributor by cell family on the critical path
     - buffers and inverters
   * - Width of the chip
     - 84.2 um
   * - Routed WL
     - 4120 um
   * - Routability cong.
     - 0.797
   * - Total global routing track utilization
     - 12.4%
   * - Fraction of layout instances using a drive strength above 1
     - 19.8%
   * - Max FFs per register
     - 32
   * - DP Wirelength
     - 3000 um
   * - Yosys synthesis chip area
     - 2030 um2
   * - Required arrival time at the worst endpoint
     - 5.04 ns
   * - Total iterations of the first detailed-routing run
     - 21
   * - Number of warning messages in the yosys log
     - 2
   * - Worst-case vdd ir drop
     - 0.227 mV
   * - Global-route wire length before repair
     - 7130 um
   * - Post-CTS Setup Repair Bufs
     - 0
   * - Pin count of the biggest net entering global routing
     - 39
   * - Stages on the worst setup path
     - 8
   * - Number of buffers added by the clock tree synthesis step
     - 5
   * - Relative slew slack
     - 67.7%
   * - Share of the core filled by cells before placement
     - 31.6%
   * - Vert. Die Dim
     - 84.2 um
   * - Ratio of final minimum period to clock period
     - 74.8%
   * - # Cells Yosys
     - 177
   * - Count of pins on the block boundary
     - 132
   * - Sequential share of the synthesized area
     - 46.9%
   * - Number of warnings in the stage logs
     - 88
   * - Violation count after the first detailed-route iteration
     - 50
   * - Most frequently used cell type in the post-synthesis netlist
     - dfrtp_1
   * - Vias in the first global route
     - 1,528
   * - Final worst path period need
     - 4.71 ns
   * - Leakage power figure
     - 0.00125 uW
   * - Portion of total power attributed to sequential cells
     - 42.1%
   * - Transition time at the pin with the least slew margin
     - 0.485 ns
   * - Count of nets left with antenna violations after detail routing
     - 0
   * - Root buffer cell
     - clkbuf_8
   * - Top post-synthesis cells by area
     - dfrtp_1 46%, mux2_2 18%, ha_1 4.9%, xnor2_1 3.5%, inv_1 2.6%
   * - Ranking of synthesized cells by instance count
     - 37 x dfrtp_1, 32 x mux2_2, 14 x inv_1
   * - Net Switching
     - 268 uW
   * - H-tree depth
     - 2
   * - Worst path bufs/invs
     - 3
   * - Longest individual stage delay on the worst path
     - 0.52 ns
   * - Mean post-synth cell area
     - 11.5 um2
   * - Total overflow reported by the global router
     - 0
   * - Number of buffers added to fix hold violations after cts
     - 0
   * - Worst min-delay path category
     - reg2reg
   * - Post-synth top area cell
     - dfrtp_1
   * - Post-route setup TNS
     - 0 ns
   * - Floorplan row count
     - 29
   * - Largest clock skew in the final design
     - 0.00475 ns
   * - Mapped Cells
     - 177
   * - RSZ-0062 raised after global routing
     - false
   * - Initial antenna violation count
     - 0
   * - Signal arrival time at the worst endpoint
     - 3.45 ns
   * - Post-CTS sizing
     - 0
   * - GR Util met3
     - 4.38%
   * - Vias after detailed routing
     - 1,583
   * - Slowest stage cell on the critical path
     - clkdlybuf4s50_1
   * - M2 GR Usage
     - 17.7%
   * - GRT Max-Usage Layer
     - met1
   * - Critical Path Most Common Cell
     - clkdlybuf4s50_1
   * - Worst-skew pair later-pin latency
     - 0.28 ns
   * - Clock sink count
     - 38
   * - Critical Setup Path Class
     - in2out
   * - List of cells traversed by the critical path
     - clkdlybuf4s50_1 > nor2b_1 > o21ai_0 > a2111oi_2 > a221o_2 > inv_1 > nor2_1 > clkdlybuf4s50_1
   * - Max cap viols
     - 0
   * - Reg2Reg Depth
     - 6
   * - Power Dens Cells
     - 339 nW/um2
   * - Final Hold Violation Tally
     - 0
   * - Relative contribution of combinational cells to total power
     - 37.6%
## area by class of cell
| cell class | instances | area (um2) |
|---|---|---|
| Timing Repair Buffer | 70 | 691 |
| Multi-Input combinational cell | 117 | 967 |
| Clock inverter | 1 | 30.0 |
| Inverter | 15 | 58.8 |
| Sequential cell | 38 | 952 |
| Clock buffer | 7 | 76.3 |
| Fill cell | 605 | 3550 |
| Tap cell | 77 | 96.3 |
## kinds of logic after synthesis
logic type	Yosys count	share of synthesized area (%)
fa+ha+maj	8	4.94
buf+inv	22	5.55
flops	38	46.9
compound gates	35	12.2
mux	33	18.3
simple gates	33	8.58
xor+xnor	8	3.45
## stage by stage
stage / utilization (%) / cell area [um2] / setup WS, ns / cells
floorplan: - / 2030 / 2.66 / 177
global placement: 43.1 / 2770 / 1.58 / 317
detailed placement: 43.1 / 2770 / 1.59 / 317
CTS: 44.7 / 2870 / 1.57 / 325
global route: 44.7 / 2870 / 1.42 / 325
finish: 44.7 / 2870 / 1.59 / 325
## cells in the final DEF, fill, tap and decap left out, types with 4 or more instances in the layout
master and instances:
inv_1 14, nand2_1 4, o21ai_0 7, clkdlybuf4s50_1 67, xnor2_1 8, a21oi_1 6, nand3_1 4, ha_1 8
nor2_1 10, mux2_2 32, clkbuf_8 5, dfrtp_1 37
## path summary, 6_finish.rpt
| path | endpoint | start | slack (ns) |
|---|---|---|---|
| max reg2reg | rx_prev_st[2] | rx_curr_st[2] | 4.19 |
| max | rx_nxt_st[2] | uartm_ctl[1] | 1.59 |
| max in group asynchronous | rx_prev_st[0] | hresetn | 4.91 |
| min | rx_reg[0] | rx_reg[0] | 0.53 |
| min reg2reg | rx_reg[0] | rx_reg[0] | 0.53 |
| min in group asynchronous | rx_reg[17] | hresetn | 1.01 |
## per-layer routing
layer	wire length, um	up-vias
met5	0	-
met4	16	0
met3	363	2
met2	1770	46
met1	1970	760
li1	-	775
## power groups by stage
| stage | registers, uW | logic, uW | clock network (uW) |
|---|---|---|---|
| 5_1_grt | 425 | 405 | 216 |
| 6_report | 409 | 366 | 198 |
| 4_1_cts | 410 | 370 | 207 |
No activity file was given, so power comes from the tool's default toggle rates.
