==> /design/flow/design.v <==
module timer (
    input  wire          hclk,
    input  wire          hresetn,
    input  wire          wdt_rstn,
    input  wire [31:0]   timerA_cfg,
    input  wire [31:0]   timerB_cfg,
    input  wire [31:0]   timerC_cfg,
    input  wire [31:0]   wdtimer_cfg,
    input  wire [31:0]   wdtimer_cfg2,
    input  wire          timerA_en,
    input  wire          timerB_en,
    input  wire          timerC_en,
    input  wire          wdtimer_en,
    input  wire          timerA_rst,
    input  wire          timerB_rst,
    input  wire          timerC_rst,
    input  wire          wdtimer_rst,
    input  wire [31:0]   pwm_val_tim0,
    input  wire [31:0]   pwm_val_tim1,
    output reg           timerA_irq,
    output reg           timerB_irq,
    output reg           timerC_irq,
    output wire          wdtimer_irq,
    output reg           wdtimer_nmi,
    output wire          pwm_out
);
reg [15:0] timerA_L;
reg [15:0] timerA_U;
reg        timerA_incr;
reg [15:0] timerB_L;
reg [15:0] timerB_U;
reg        timerB_incr;
reg [15:0] timerC_L;
reg [15:0] timerC_U;
reg        timerC_incr;
reg [15:0] wdtimer_L;
reg [15:0] wdtimer_U;
reg        wdtimer_incr;
reg        wdtimer_irq_loc;
reg        wdtimer_irq_loc_d1;
reg        wdtimer_irq_loc_d2;
reg        wdtimer_irq_loc_d3;
reg        wdtimer_irq_loc_d4;
reg        wdtimer_irq_loc_d5;
reg [31:0] pwm_shift_reg;
reg [7:0]  pwm_shift_count;
always @ (posedge hclk or negedge hresetn) begin
  if (hresetn == 1'b0) begin
    timerA_U    <= 16'b0;
    timerA_incr <= 1'b0;
  end
  else begin
    if (timerA_rst == 1'b1) begin
      timerA_U    <= 16'b0;
      timerA_incr <= 1'b0;
    end
    else if (timerA_en == 1'b1) begin
        if (timerA_U == timerA_cfg[31:16]) begin
          timerA_U    <= 16'b0;
          timerA_incr <= 1'b1;
        end
        else begin
          timerA_U    <= timerA_U + 1'b1;
          timerA_incr <= 1'b0;
        end
    end
    else begin
      timerA_U    <= 16'b0;
      timerA_incr <= 1'b0;
    end
  end
end
always @ (posedge hclk or negedge hresetn) begin
  if (hresetn == 1'b0) begin
    timerA_L   <= 16'b0;
  end
  else begin
    if (timerA_rst == 1'b1) begin
      timerA_L    <= 16'b0;
    end
    else if (timerA_en == 1'b1) begin
      if (timerA_L == timerA_cfg[15:0]) begin
        timerA_L   <= 16'b0;
      end
      else if (timerA_incr == 1'b1) begin
        timerA_L   <= timerA_L + 1'b1;
      end
    end
    else begin
      timerA_L   <= 16'b0;
    end
  end
end
always @ (posedge hclk or negedge hresetn) begin
  if (hresetn == 1'b0) begin
    timerA_irq <= 1'b0;
  end
  else begin
    if (timerA_rst == 1'b1) begin
      timerA_irq <= 1'b0;
    end
    else if (timerA_en == 1'b1) begin
      if (timerA_L == timerA_cfg[15:0]) begin
        timerA_irq <= 1'b1;
      end
      else begin
        timerA_irq <= 1'b0;
      end
    end
  end
end
always @ (posedge hclk or negedge hresetn) begin
  if (hresetn == 1'b0) begin
    timerB_U    <= 16'b0;
    timerB_incr <= 1'b0;
  end
  else begin
    if (timerB_rst == 1'b1) begin
      timerB_U    <= 16'b0;
      timerB_incr <= 1'b0;
    end
    else if (timerB_en == 1'b1) begin
        if (timerB_U == timerB_cfg[31:16]) begin
          timerB_U    <= 16'b0;
          timerB_incr <= 1'b1;
        end
        else begin
          timerB_U    <= timerB_U + 1'b1;
          timerB_incr <= 1'b0;
        end
    end
    else begin
      timerB_U    <= 16'b0;
      timerB_incr <= 1'b0;
    end
  end
end
always @ (posedge hclk or negedge hresetn) begin
  if (hresetn == 1'b0) begin
    timerB_L   <= 16'b0;
  end
  else begin
    if (timerB_rst == 1'b1) begin
      timerB_L    <= 16'b0;
    end
    else if (timerB_en == 1'b1) begin
      if (timerB_L == timerB_cfg[15:0]) begin
        timerB_L   <= 16'b0;
      end
      else if (timerB_incr == 1'b1) begin
        timerB_L   <= timerB_L + 1'b1;
      end
    end
    else begin
      timerB_L   <= 16'b0;
    end
  end
end
always @ (posedge hclk or negedge hresetn) begin
  if (hresetn == 1'b0) begin
    timerB_irq <= 1'b0;
  end
  else begin
    if (timerB_rst == 1'b1) begin
      timerB_irq <= 1'b0;
    end
    else if (timerB_en == 1'b1) begin
      if (timerB_L == timerB_cfg[15:0]) begin
        timerB_irq <= 1'b1;
      end
      else begin
        timerB_irq <= 1'b0;
      end
    end
  end
end
always @ (posedge hclk or negedge hresetn) begin
  if (hresetn == 1'b0) begin
    timerC_U    <= 16'b0;
    timerC_incr <= 1'b0;
  end
  else begin
    if (timerC_rst == 1'b1) begin
      timerC_U    <= 16'b0;
      timerC_incr <= 1'b0;
    end
    else if (timerC_en == 1'b1) begin
        if (timerC_U == timerC_cfg[31:16]) begin
          timerC_U    <= 16'b0;
          timerC_incr <= 1'b1;
        end
        else begin
          timerC_U    <= timerC_U + 1'b1;
          timerC_incr <= 1'b0;
        end
    end
    else begin
      timerC_U    <= 16'b0;
      timerC_incr <= 1'b0;
    end
  end
end
always @ (posedge hclk or negedge hresetn) begin
  if (hresetn == 1'b0) begin
    timerC_L   <= 16'b0;
  end
  else begin
    if (timerC_rst == 1'b1) begin
      timerC_L    <= 16'b0;
    end
    else if (timerC_en == 1'b1) begin
      if (timerC_L == timerC_cfg[15:0]) begin
        timerC_L   <= 16'b0;
      end
      else if (timerC_incr == 1'b1) begin
        timerC_L   <= timerC_L + 1'b1;
      end
    end
    else begin
      timerC_L   <= 16'b0;
    end
  end
end
always @ (posedge hclk or negedge hresetn) begin
  if (hresetn == 1'b0) begin
    timerC_irq <= 1'b0;
  end
  else begin
    if (timerC_rst == 1'b1) begin
      timerC_irq <= 1'b0;
    end
    else if (timerC_en == 1'b1) begin
      if (timerC_L == timerC_cfg[15:0]) begin
        timerC_irq <= 1'b1;
      end
      else begin
        timerC_irq <= 1'b0;
      end
    end
  end
end
always @ (posedge hclk or negedge hresetn) begin
  if (hresetn == 1'b0) begin
    wdtimer_U    <= 16'b0;
    wdtimer_incr <= 1'b0;
  end
  else begin
    if (wdtimer_rst == 1'b1) begin
      wdtimer_U    <= 16'b0;
      wdtimer_incr <= 1'b0;
    end
    else if (wdtimer_en == 1'b1) begin
        if (wdtimer_U == wdtimer_cfg[31:16]) begin
          wdtimer_U    <= 16'b0;
          wdtimer_incr <= 1'b1;
        end
        else begin
          wdtimer_U    <= wdtimer_U + 1'b1;
          wdtimer_incr <= 1'b0;
        end
    end
    else begin
      wdtimer_U    <= 16'b0;
      wdtimer_incr <= 1'b0;
    end
  end
end
always @ (posedge hclk or negedge hresetn) begin
  if (hresetn == 1'b0) begin
    wdtimer_L   <= 16'b0;
  end
  else begin
    if (wdtimer_rst == 1'b1) begin
      wdtimer_L    <= 16'b0;
    end
    else if (wdtimer_en == 1'b1) begin
      if (wdtimer_L == wdtimer_cfg[15:0]) begin
        wdtimer_L   <= 16'b0;
      end
      else if (wdtimer_incr == 1'b1) begin
        wdtimer_L   <= wdtimer_L + 1'b1;
      end
    end
    else begin
      wdtimer_L    <= 16'b0;
    end
  end
end
always @ (posedge hclk or negedge hresetn) begin
  if (hresetn == 1'b0) begin
    wdtimer_irq_loc <= 1'b0;
  end
  else begin
    if (wdtimer_rst == 1'b1) begin
      wdtimer_irq_loc <= 1'b0;
    end
    else if (wdtimer_en == 1'b1) begin
      if (wdtimer_L == wdtimer_cfg[15:0]) begin
        wdtimer_irq_loc <= 1'b1;
      end
      else begin
        wdtimer_irq_loc <= 1'b0;
      end
    end
  end
end
always @ (posedge hclk or negedge hresetn) begin
  if (hresetn == 1'b0) begin
    wdtimer_nmi <= 1'b0;
  end
  else begin
    if (wdtimer_en == 1'b1) begin
      if (wdtimer_L == wdtimer_cfg2[15:0]) begin
        wdtimer_nmi <= 1'b1;
      end
      else begin
        wdtimer_nmi <= 1'b0;
      end
    end
  end
end
always @ (posedge hclk or negedge wdt_rstn) begin
  if (wdt_rstn == 1'b0) begin
    wdtimer_irq_loc_d1 <= 1'b0;
    wdtimer_irq_loc_d2 <= 1'b0;
    wdtimer_irq_loc_d3 <= 1'b0;
    wdtimer_irq_loc_d4 <= 1'b0;
    wdtimer_irq_loc_d5 <= 1'b0;
  end
  else begin
    wdtimer_irq_loc_d1 <= wdtimer_irq_loc;
    wdtimer_irq_loc_d2 <= wdtimer_irq_loc_d1;
    wdtimer_irq_loc_d3 <= wdtimer_irq_loc_d2;
    wdtimer_irq_loc_d4 <= wdtimer_irq_loc_d3;
    wdtimer_irq_loc_d5 <= wdtimer_irq_loc_d4;
  end
end
assign  wdtimer_irq = wdtimer_irq_loc_d3 | wdtimer_irq_loc_d4 | wdtimer_irq_loc_d5;
always @ (posedge hclk or negedge hresetn) begin
  if (hresetn == 1'b0) begin
    pwm_shift_reg   <= 32'b0;
    pwm_shift_count <= 8'd0;
  end
  else if ((timerC_rst == 1'b1) | (pwm_shift_count == 8'd64)) begin
    pwm_shift_reg   <= pwm_val_tim0;
    pwm_shift_count <= 8'd0;
  end
  else if (pwm_shift_count == 8'd32) begin
    pwm_shift_reg <= pwm_val_tim1;
  end
  else if (timerC_irq == 1'b1) begin
    pwm_shift_reg[31:0] <= {1'b0, pwm_shift_reg[31:1]};
  end
end
assign pwm_out = pwm_shift_reg[0];
endmodule
==> /design/flow/run.sh <==
#!/bin/bash
# OpenROAD 26Q1-2900-gdf79404cd8, Yosys 0.63+post, stock flow scripts
make -C /OpenROAD-flow-scripts/flow DESIGN_CONFIG=/design/flow/config.mk WORK_HOME=/design/flow/orfs finish
==> /design/flow/config.mk <==
export PLATFORM = sky130hd
export DESIGN_NAME = timer
export DESIGN_NICKNAME = timer
export VERILOG_FILES = /design/flow/design.v
export SDC_FILE = /design/flow/constraint.sdc
export NUM_CORES = 4
export LEC_CHECK = 1
export CORE_UTILIZATION = 50
==> /design/flow/constraint.sdc <==
current_design timer

set clk_period 4.9
set clk_io_pct 0.2

create_clock -name clk0 -period $clk_period [get_ports {hclk}]

set non_clock_inputs [all_inputs -no_clocks]
set_input_delay [expr $clk_period * $clk_io_pct] -clock clk0 $non_clock_inputs
set_output_delay [expr $clk_period * $clk_io_pct] -clock clk0 [all_outputs]
==> notes.md <==
run results: total number of vias 7659, Multiplexer share 3.660%, DIE HEIGHT 142.6 microns, Psw 687.6 uW, Routability Congestion 0.8761, Combinational Power Share 10.7%, sequential share of power 49.0%, Synth Seq Share 44.07%, Ports 241, core region area 19400 sq um, Synth Area in Adders 1.013%, DPL Wire Length 15.36 mm, CTS tree yes, Ys Warns 1, DRT Pass-1 Iters 4, CTS Hold Buffers Added 0, status finished, final reports clean, Worst setup EP type register, fp util 50.93%, Switching Share 22.77%, syn avg cell area 9.929 sq um, drt wl/cell 14.86 microns, actual slew at the worst max-slew pin 814.4 ps, PortBufs 192, XOR Share, Synth 21.19%, setup_tns 0 ps, initial antenna violation count 1, yosys cell count 995, Yosys Chip Area 9879 sq um, clock power share 40.3%, RSZ-0062 raised after global routing no, Dominant comb cell simple AND/OR/NAND/NOR gates, Synth cell types 38, kind of critical path in2reg, Data arrival, critical path 2940 ps, Num Clock Sinks 174, critical path fanouts, max 10, GRT Util Overall 22.90%, worst endpoint required time 5260 ps, final setup vio count 0, Synth Register Bits 174, die footprint 20320 sq um, total congestion overflow 0, CTS buffer count 17, ANT nets after route 0, first-pass GRT wire length 35.88 mm, Worst Hold Class reg2reg, Setup crit start kind input pin, area delta synth->final 27.18%, leakage 4.468 nW, Log Warnings 74, Clock Latency Late Sink 420 ps, post-layout util 64.77%, max-cap violations 0, Clock Path Buffers 2, Tcrit/Tclk final 52.75%, Post-Syn Area 9879 sq um, Detailed Route WL 21.47 mm, DRC viols 0, power per cell area 240.3 nW/um^2, die width 142.6 microns, crit path time final 2585 ps, Cell Rows 51, DR vias/cell 5.300, max_slew headroom 45.26%, Mapped Cells 995, CTS Root Cell clkbuf_16, Setup Buffers After CTS 0, post-CTS sizing 0, DR iter-0 viols 324, max frequency 0.3869 GHz, vias in the first global route 7473, pre-CTS setup slack 1876 ps, Int Power 2.332 mW, Clock transition at path regs 70 ps, Hold Vio Cnt, Final 0, max reg flops 32, VDD IR-drop max 0.2484 mV, largest net degree at the start of global routing 97, layout cells sized above 1 5.513%, max-slew violations 0, AO/OA Area Share 4.914%, Post-Synth Simple-Gate Area 22.42%, Final WS setup 2315 ps, final setup skew 6.966 ps, H-tree depth 4
cells by family after synthesis:
kind of cell / after synthesis
buffers and inverters: 67
AND-OR/OR-AND: 78
AND/OR/NAND/NOR: 393
flip-flops: 174
XOR/XNOR: 239
adder cells (fa/ha/maj): 8
multiplexers: 36
synth_stat cells (all sizes together):
library cell	instances	area, sq um
nor3	113	565.5
o21ai	45	225.2
nand4	73	462.9
xor2	48	420.4
xnor2	191	1673
inv	13	48.80
a31o	2	17.52
or4	6	48.80
clkbuf	39	146.4
nor2b	4	25.02
and3	7	43.79
nor2	15	56.30
mux2i	35	350.3
ha	8	100.1
nand3	34	187.7
or3	17	111.4
a22o	4	35.03
nand2	67	251.5
and2	9	56.30
and4	14	122.6
buf	15	75.07
nor4	23	202.7
dfrtp	174	4354
a211oi	21	162.6
or2	1	6.260
o31ai	6	45.04
mux2	1	11.26
and4bb	1	12.51
nor3b	4	30.03
nand2b	5	31.28
cells in the final DEF, fill, tap and decap left out, types with 2 or more instances in the layout:
| cell type | synthesis | layout |
|---|---|---|
| nor3b_1 | 4 | 4 |
| or4_1 | 5 | 5 |
| clkinv_2 | 0 | 4 |
| clkdlybuf4s50_1 | 0 | 190 |
| nor4_2 | 7 | 7 |
| a211oi_1 | 20 | 20 |
| and3_1 | 7 | 7 |
| nand4_1 | 72 | 72 |
| or3_1 | 16 | 16 |
| nor3_1 | 113 | 113 |
| clkbuf_8 | 0 | 2 |
| and4_1 | 14 | 14 |
| xnor2_1 | 191 | 191 |
| o31ai_1 | 6 | 6 |
| nor2_1 | 15 | 15 |
| a22o_1 | 4 | 4 |
| clkinvlp_4 | 0 | 4 |
| inv_1 | 13 | 13 |
| nor4_1 | 15 | 15 |
| nand2b_1 | 5 | 5 |
| xor2_1 | 48 | 48 |
| nand3_1 | 32 | 32 |
| and2_1 | 9 | 9 |
| a31o_2 | 2 | 2 |
| ha_1 | 8 | 8 |
| nand2_1 | 67 | 67 |
| o21ai_0 | 45 | 45 |
| buf_4 | 0 | 14 |
| clkbuf_16 | 0 | 17 |
| mux2i_1 | 35 | 35 |
| dfrtp_1 | 174 | 173 |
| clkinv_4 | 0 | 2 |
| clkbuf_1 | 39 | 2 |
| nor2b_1 | 4 | 4 |
final cells by class:
| type | count | area [sq um] |
|---|---|---|
| antenna | 1 | 2.502 |
| inverter | 13 | 48.80 |
| sequential | 174 | 4355 |
| timing repair buffer | 207 | 2043 |
| tap | 265 | 331.6 |
| multi-input combinational | 754 | 5255 |
| fill | 1603 | 6834 |
| clock buffer | 21 | 460.4 |
| clock inverter | 10 | 67.56 |
power groups by stage:
| stage | sequential (mW) | combinational (mW) | clock, mW |
|---|---|---|---|
| CTS | 1.48 | 0.329 | 1.25 |
| global route | 1.48 | 0.357 | 1.31 |
| finish | 1.48 | 0.322 | 1.22 |
stage by stage:
| stage | hold WS (ps) | instances | cell area, sq um | power (mW) |
|---|---|---|---|---|
| floorplan | 331.2 | 995 | 9879 | 1.615 |
| global route | 358.5 | 1445 | 12560 | 3.147 |
| CTS | 350.3 | 1444 | 12560 | 3.061 |
| finish | 349.1 | 1445 | 12560 | 3.019 |
| global placement | 333.0 | 1413 | 12030 | 1.832 |
| detailed placement | 334.7 | 1413 | 12030 | 1.834 |
worst max-delay path, stage by stage:
cell	delay [ps]
clkdlybuf4s50_1	420
xnor2_1	250
nand4_1	150
nor4_2	690
buf_4	310
and2_1	140
per-layer routing:
metal	routed length [microns]	GRT usage, %
met1	10100	36.49
met2	10150	35.73
met3	878	2.879
met4	344	3.339
met5	0	0
path summary, 6_finish.rpt:
kind / from / end / slack (ps) / depth (start not counted)
max in group asynchronous: hresetn / wdtimer_U[1] / 3390 / 2
hold reg to reg: wdtimer_irq_loc_d1 / wdtimer_irq_loc_d2 / 350 / 0
hold / removal: wdtimer_irq_loc_d1 / wdtimer_irq_loc_d2 / 350 / 0
min in group asynchronous: hresetn / timerC_L[8] / 560 / 1
setup / recovery: wdtimer_cfg[31] / wdtimer_incr / 2320 / 6
setup reg to reg: timerB_U[3] / timerB_U[2] / 2900 / 5
Power is estimated from default activity; no workload was simulated.
